### ./design.v
module sqrt2(
    inout   wire[15:0] IO_DATA,
    output  wire IS_NAN,
    output  wire IS_PINF,
    output  wire IS_NINF,
    output  wire RESULT,
    input   wire CLK,
    input   wire ENABLE
); 
    reg [15:0] given_input = 0;
    reg loaded = 0;
    always @(posedge CLK) begin
        if (!ENABLE) begin
            given_input <= 0;
            loaded <= 0;
        end else if (ENABLE && !loaded) begin
            given_input <= IO_DATA;
            loaded <= 1;
        end
    end
    wire[7:0] counter_value;
    counter _counter(counter_value, CLK, ENABLE);
    wire[9:0] mant;
    wire[4:0] exp;
    wire sign;
    wire is_input_zero, is_input_denorm, is_input_nan, is_input_inf;
    input_parser _ip(
        mant, exp, sign, is_input_zero, is_input_denorm, 
        is_input_nan, is_input_inf, given_input
    );
    wire[15:0] special_out;
    wire is_nan, is_pinf, is_ninf, bypass_core;
    special_case_handler _sch(
        special_out, is_nan, is_pinf, is_ninf, bypass_core, 
        given_input, sign, is_input_zero, is_input_nan, is_input_inf
    );
    wire[15:0] mant_norm;
    wire[4:0] exp_res;
    get_exp_mant _gem(
        mant_norm, exp_res, mant, exp, is_input_denorm
    );
    wire [9:0] mant_sqrt;
    wire sqrt_done;
    calc_sqrt _cs(
        mant_sqrt, sqrt_done, mant_norm,
        counter_value, CLK, ENABLE
    );
    reg [15:0] io_data_reg = 16'hZZZZ;
    reg is_nan_reg = 0;
    reg is_pinf_reg = 0;
    reg is_ninf_reg = 0;
    reg result_reg = 0;
    always @(posedge CLK) begin
        if (!ENABLE) begin
            io_data_reg <= 16'hZZZZ;
            is_nan_reg  <= 0;
            is_pinf_reg <= 0;
            is_ninf_reg <= 0;
            result_reg  <= 0;
        end else if (loaded) begin
            if (bypass_core) begin
                io_data_reg <= special_out;
                is_nan_reg  <= is_nan;
                is_pinf_reg <= is_pinf;
                is_ninf_reg <= is_ninf;
                result_reg  <= 1;
            end else begin
                io_data_reg <= {1'b0, exp_res, mant_sqrt};
                is_nan_reg  <= 0;
                is_pinf_reg <= 0;
                is_ninf_reg <= 0;
                result_reg  <= sqrt_done;
            end
        end
    end
    assign IO_DATA = io_data_reg;
    assign IS_NAN = is_nan_reg;
    assign IS_PINF = is_pinf_reg;
    assign IS_NINF = is_ninf_reg;
    assign RESULT = result_reg;
endmodule
module input_parser(
    output wire[9:0] MANT,
    output wire[4:0] EXP,
    output wire SIGN, 
    output wire IS_ZERO, 
    output wire IS_DENORM, 
    output wire IS_NAN, 
    output wire IS_INF,
    input wire[15:0] NUM
);
    assign SIGN = NUM[15];
    assign EXP  = NUM[14:10];
    assign MANT = NUM[9:0];
    assign IS_ZERO   = (EXP == 0) && (MANT == 0);
    assign IS_DENORM = (EXP == 0) && (MANT != 0);
    assign IS_INF    = (EXP == 5'b11111) && (MANT == 0);
    assign IS_NAN    = (EXP == 5'b11111) && (MANT != 0);
endmodule
module special_case_handler(
    output reg[15:0] SPECIAL_OUT,
    output wire IS_NAN,
    output wire IS_PINF,
    output wire IS_NINF,
    output wire BYPASS_CORE,
    input  wire[15:0] VALUE,
    input  wire SIGN,
    input  wire IS_ZERO_INP,
    input  wire IS_NAN_INP,
    input  wire IS_INF_INP
);
    assign IS_NAN  = IS_NAN_INP || (IS_INF_INP && SIGN) || (~IS_ZERO_INP && SIGN);
    assign IS_NINF = 1'b0;
    assign IS_PINF = ~SIGN & IS_INF_INP;
    assign BYPASS_CORE = IS_ZERO_INP || IS_NAN || IS_PINF;
    always @(*) begin
        if (IS_NAN_INP) begin
            SPECIAL_OUT = VALUE | 16'h7E00;   
        end else if (IS_NAN) begin
            SPECIAL_OUT = 16'hFE00;           
        end else if (IS_PINF || IS_ZERO_INP) begin
            SPECIAL_OUT = VALUE;              
        end else begin
            SPECIAL_OUT = 16'h0000;           
        end
    end
endmodule
module counter(output reg[7:0] OUT = 0, input CLK, ENABLE);
  always @(posedge CLK) begin
    if (ENABLE) begin
        OUT <= OUT + 1; 
    end else begin
      OUT <= 0;
    end
  end
endmodule
module get_exp_mant_norm(
    output wire[15:0] MANT_OUT,
    output wire[4:0] EXP_OUT,
    input wire[9:0] MANT,
    input wire[4:0] EXP
);
    wire is_exp_even = ~EXP[0];
    wire [4:0] exp_adj = (EXP - is_exp_even) >> 1;
    assign EXP_OUT = exp_adj + 5'd8;
    assign MANT_OUT = is_exp_even ? ({1'b1, MANT} << 1) : ({1'b1, MANT});
endmodule
module get_exp_mant_denorm(
    output reg  [15:0] MANT_OUT,
    output reg  [4:0] EXP_OUT,
    input  wire [9:0] MANT
);
    integer i;
    reg [4:0] shift;
    always @(*) begin
        for (i=9; i>=0; i=i-1) begin
            if (MANT[i]) begin
                shift = 10 - i;
                i = -1;
            end
        end
        if (shift[0]) shift = shift + 1;
        MANT_OUT = {6'b0, MANT} << shift;
        EXP_OUT = 5'd8 - (shift >> 1);
    end
endmodule
module get_exp_mant(
    output wire [15:0] MANT_OUT,
    output wire [4:0]  EXP_OUT,
    input  wire [9:0] MANT,
    input  wire [4:0] EXP,
    input  wire IS_DENORM
);
    wire [15:0] mant_norm, mant_denorm;
    wire [4:0]  exp_norm,  exp_denorm;
    get_exp_mant_norm _norm(.MANT(MANT), .EXP(EXP), .MANT_OUT(mant_norm), .EXP_OUT(exp_norm));
    get_exp_mant_denorm _denorm(.MANT(MANT), .MANT_OUT(mant_denorm), .EXP_OUT(exp_denorm));
    assign MANT_OUT = IS_DENORM ? mant_denorm : mant_norm;
    assign EXP_OUT  = IS_DENORM ? exp_denorm  : exp_norm;
endmodule
module calc_sqrt(
    output wire[9:0] MANT_SQRT,
    output wire RESULT,
    input wire[15:0] MANT_INP,
    input wire[7:0] COUNTER, 
    input wire CLK,
    input wire ENABLE
);
    reg [31:0] mant_mem = 0;
    reg [15:0] answer = 0;
    reg [31:0] mid = 0;
    reg [3:0] sqrt_step = 0;
    reg start = 0;
    always @(posedge CLK) begin
        if (!ENABLE) begin
            mant_mem <= 0;
            answer <= 0;
            sqrt_step <= 0;
            start <= 0;
        end else if (COUNTER == 2) begin
            mant_mem <= MANT_INP << 10;
            answer <= 0;
            sqrt_step <= 0;
            start <= 1;
        end
    end
    always @(negedge CLK) begin
        if (ENABLE && start && sqrt_step < 11) begin
            mid = ((answer << 2) | 1) << (20 - 2*sqrt_step);
            if (mid <= mant_mem) begin
                mant_mem <= mant_mem - mid;
                answer <= (answer << 1) | 1;
            end else begin
                answer <= answer << 1;
            end
            sqrt_step <= sqrt_step + 1;
        end
    end
    assign MANT_SQRT = answer[9:0];
    assign RESULT = (sqrt_step == 11);
endmodule
### ./run.sh
#!/bin/bash
# OpenROAD 26Q1-2900-gdf79404cd8, Yosys 0.63+post, stock flow scripts
make -C /OpenROAD-flow-scripts/flow DESIGN_CONFIG=/design/flow/config.mk WORK_HOME=/design/flow/orfs finish
### ./config.mk
export PLATFORM = sky130hd
export DESIGN_NAME = sqrt2
export DESIGN_NICKNAME = sqrt2
export VERILOG_FILES = /design/flow/design.v
export SDC_FILE = /design/flow/constraint.sdc
export NUM_CORES = 4
export LEC_CHECK = 1
export CORE_UTILIZATION = 30
### ./constraint.sdc
current_design sqrt2

set clk_period 3.4
set clk_io_pct 0.2

create_clock -name clk0 -period $clk_period [get_ports {CLK}]

set non_clock_inputs [all_inputs -no_clocks]
set_input_delay [expr $clk_period * $clk_io_pct] -clock clk0 $non_clock_inputs
set_output_delay [expr $clk_period * $clk_io_pct] -clock clk0 [all_outputs]
==> summary.log <==
[outcome] run status stopped before the end
[placed_design] Detail Placement HPWL 2.34 mm
[cts] Num CTS Buffers 5
[floorplan] Die Y 79.7 µm
[outcome] last flow stage reached 4_1_cts
[logic_synthesis] number of flops mapped to enable cells by yosys 16
[cts] post-CTS setup-driven buffer insertion count 0
[logic_synthesis] most common flop cell mapped by yosys dfxtp_1
[logic_synthesis] number of unique standard cell types used by synthesis 48
[placed_design] buffers added on ports 4
[outcome] run-stopping error [error] [KeplerFormal.cpp:679] Workflow failed: Iso has multiple drivers: .IO_DATA0, IO_DATA[0]$_SDFFCE_PP0N_.Q0
[logic_synthesis] Yosys reg bits 39
[logic_synthesis] Area leader share 26.5%
[cts] CTS max path bufs 2
[logic_synthesis] share of async-settable or async-resettable flops after synthesis 0%
[placed_design] number of placed instances, taps included 247
[sta] register pins left without a clock 3
[logic_synthesis] synthesized area per cell 10.2 µm²
[floorplan] initial cell density of the core 31.9%
[placed_design] Post-Place Worst Slack 404 ps
[cts] post-cts repair resize count 0
[logic_synthesis] area of the synthesized netlist per yosys stat 1810 µm²
[floorplan] IO Count 22
[logic_synthesis] gate count after technology mapping 178
[logic_synthesis] top post-synthesis cells by area edfxtp_1, dfxtp_1, mux2i_1, nor2_1, ha_1
[floorplan] row cnt 27
[cts] hold buffers post-CTS 0
[logic_synthesis] warnings from Yosys 86
[logic_synthesis] synthesized cell area 1810 µm²
[placed_design] Final Wtd Congestion 0.828
[cts] clock tree root driver cell clkbuf_8
[logic_synthesis] library cell occupying the most area in the post-synthesis netlist edfxtp_1
[logic_synthesis] Yosys Instances 178
[cts] CTS H-Tree Depth 2
[sta] endpoints left unconstrained 3
[floorplan] horizontal extent of the die 79.7 µm
## kinds of logic after synthesis
kind of cell             after synthesis  synth area share (%)
AND-OR/OR-AND                         28                  11.3
latches                                3                  2.49
flip-flops                            36                  48.6
buffers and inverters                 20                  4.35
adder cells (fa/ha/maj)                4                  2.76
multiplexers                          16                  8.84
other                                  1                 0.207
AND/OR/NAND/NOR                       67                  20.0
XOR/XNOR                               3                  1.45
## through the flow
step	hold slack (ps)	instance area (µm²)	power (mW)	util, %
floorplan	431	1810	0.788	-
global placement	464	1920	0.857	33.8
detailed placement	467	1920	0.853	33.8
## synth_stat cells, drive strengths merged, types with 2 or more instances
cell type and number:
buf 2, edfxtp 16, a211oi 2, nand2b 3, and2 2, clkbuf 7, xnor2 3, nor2b 9
o21ai 5, or3 2, inv 10, dlxtn 3, dfxtp 20, nand3 2, a21oi 7, a31oi 2
ha 4, nor2 33, mux2i 16, nor3 4, nand2 5
Power figures rest on the tool's default switching activity, not on a simulated workload.
